==> config.mk <==
export PLATFORM = sky130hd
export DESIGN_NAME = address_generation_unit
export DESIGN_NICKNAME = address_generation_unit
export VERILOG_FILES = /design/flow/design.v
export SDC_FILE = /design/flow/constraint.sdc
export NUM_CORES = 4
export LEC_CHECK = 1
export CORE_AREA = 10 10 70 70
export DIE_AREA = 0 0 80 80
==> constraint.sdc <==
current_design address_generation_unit

set clk_period 1.0
set clk_io_pct 0.2

create_clock -name clk0 -period $clk_period [get_ports {clk}]

set non_clock_inputs [all_inputs -no_clocks]
set_input_delay [expr $clk_period * $clk_io_pct] -clock clk0 $non_clock_inputs
set_output_delay [expr $clk_period * $clk_io_pct] -clock clk0 [all_outputs]
==> design.v <==
module address_generation_unit #(
    parameter N = 65536, 
    parameter MAX_R = 31,    
    parameter DATA_WIDTH = 54,
    parameter ADDR_WIDTH = 10
)(
    input wire clk,
    input wire rst,
    input wire [31:0] i,
    input wire [ADDR_WIDTH-1:0] input_address,
    input wire [4:0] r,  
    output reg [ADDR_WIDTH-1:0] output_address
);
    wire [ADDR_WIDTH-1:0] new_index;
    reg [DATA_WIDTH-1:0] pow5 [0:MAX_R-1];
    initial begin
        pow5[0] = 57345;
        pow5[1] = 40961;
        pow5[2] = 16385;
        pow5[3] = 49153;
        pow5[4] = 8193;
        pow5[5] = 24577;
        pow5[6] = 32769;
        pow5[7] = 32769;
        pow5[8] = 24577;
        pow5[9] = 8193;
        pow5[10] = 49153;
        pow5[11] = 16385;
        pow5[12] = 40961;
        pow5[13] = 57345;
        pow5[14] = 1;
        pow5[15] = 1;
        pow5[16] = 57345;
        pow5[17] = 40961;
        pow5[18] = 16385;
        pow5[19] = 49153;
        pow5[20] = 8193;
        pow5[21] = 24577;
        pow5[22] = 32769;
        pow5[23] = 32769;
        pow5[24] = 24577;
        pow5[25] = 8193;
        pow5[26] = 49153;
        pow5[27] = 16385;
        pow5[28] = 40961;
        pow5[29] = 57345;
        pow5[30] = 1;
    end
    assign new_index = (i * pow5[r]) % N;   
    always @(posedge clk or negedge rst) begin
        if (!rst) begin
            output_address <= 0;
        end else begin
            if (i[7:0] == new_index[7:0]) begin
                output_address <= input_address;
            end else begin
            output_address <= new_index * 256 + input_address[7:0];
            end
        end
    end
endmodule
==> run.sh <==
#!/bin/bash
# OpenROAD 26Q1-2900-gdf79404cd8, Yosys 0.63+post, stock flow scripts
make -C /OpenROAD-flow-scripts/flow DESIGN_CONFIG=/design/flow/config.mk WORK_HOME=/design/flow/orfs finish
==> results.toml <==
# synthesis and place-and-route metrics
[outcome]
status = "completed"

[grt]
grt_pass1_wl_um = 1150
grt_pass1_vias = 235
grt_usage = 0.0236
grt_overflow = 0
grt_max_degree = 11
grt_antenna_before_repair = 0

[final_timing]
setup_viol = 0
drv_slew = 0
period_used_share = 0.929
slew_headroom = 0.915
tns_ns = 0
finalHoldViolCount = 0
rsz0062_at_grt = "no"
layout_min_cycle_time_ns = 0.929
fmax_mhz = 1080
worst_pin_slew_ns = 0.128

[placement]
placed_cell_area_um2 = 526
numPortBuffers = 21
gp_congestion = 0.618
dpl.cell_count = 78

[cts]
cts_sinks = 10
root_buffer = "clkbuf_4"
cts_tree = "done"
h-tree-depth = 1
path_clk_slew_ns = 0.06
post_cts_buffers = 0
cts_buffers = 3
clockBufferDepth = 2

[power]
p_leak_uw = 0.000219
ir_worst_vdd_mv = 0.183
p_total_uw = 750
p_per_area_nw_per_um2 = 1510

[floorplanning]
fp_util = 0.0733
num_io_pins = 59
die_area_um2 = 6400
num_rows = 21
die_w_um = 80
core_area_um2 = 3420
die.size.y_um = 80

[logic_synthesis]
ys_cells = 10
yosysTopAreaCell = "dfrtp_1"
synth_area_um2 = 250
yosysWarnings = 1
yosys.cell_types.count = 1
avgSynthCellArea_um2 = 25.0
syn_inst = 10
top_area_frac = 1.00
synth_seq_share = 1.00
topCellsByArea = "dfrtp_1 (100%)"
yosysChipArea_um2 = 250
numSynthFlops = 10

[final_layout]
comb_cells = 0
layout-area-overhead-vs-synth_pct = 99.0
largest-register = "output_address"
comb_area_um2 = 0
final_cells = 81
n_fill_cell = 388
largest_register_ffs = 10
fin_area_um2 = 498
drive_above_1_share = 0.400
reg_top3 = "output_address x10"

[job]
warnings = 62
max_cap_viol_count = 0

[worst_setup_path]
path_cells = "buf_2"
cp.depth = 1
path_max_fanout = 1
crit_path_top_delay_cell = "dfrtp_1"
cp-start-kind = "register"
critPathCaptureType = "output pin"
critical_path_arrival_ns = 0.73
setup.worst_path.class = "reg2out"
cp.required_ns = 0.80
cp_num_buf_inv = 1
slowest_delay_ns = 0.36
critical-path-top-delay-family = "flip-flops"

[route]
drc = 0
drtIter0Drc = 2
wl_per_cell_um = 9.27
drt-vias-per-instance = 2.25
detail-route-antenna-nets = 0
diodes = 0
vias = 182
wl_um = 751
first_pass_iters = 2

[hold_path]
worst_hold_path_type = "in2async"
metrics by stage:
stage,hold slack (ns),worst slack (ns),utilization
final,0.235,0.0715,0.146
after global routing,0.246,0.0447,0.146
after CTS,0.241,0.000225,0.153
after detailed placement,0.517,0.00498,0.154
after global placement,0.504,0.0179,0.154
after floorplan,-0.0956,0.488,-
cells in the final DEF, fill, tap and decap left out:
master,n
buf_2,5
buf_4,1
clkbuf_2,5
clkbuf_4,3
clkdlybuf4s50_1,11
dfrtp_1,10
worst paths after layout:
check	startpoint	endpoint	slack (ns)
max	output_address[9]	output_address[9]	0.07
min in group clk0	input_address[9]	output_address[9]	0.38
min	rst	output_address[7]	0.24
max in group asynchronous	rst	output_address[1]	0.63
routing by layer:
layer	global-route usage	part of all wire	vias up
met1	0.0184	0.27	90
met5	0	0	-
li1	-	-	81
met2	0.0474	0.64	6
met3	0.0114	0.053	5
met4	0.00880	0.036	0
logic make-up after synthesis:
family | Yosys count | share of synthesized area
DFF | 10 | 1.00
final cells by class:
class | count | area (um2) | share of cell area
clock buffer | 3 | 22.5 | 0.0452
sequential | 10 | 250 | 0.503
tap | 46 | 57.6 | 0.116
timing repair buffer | 22 | 168 | 0.337
synth_stat cells:
cell type  instances
dfrtp_1           10
report_power, final:
group / switching, uW / internal [uW]
clock network: 114 / 138
registers: 4.60 / 425
logic: 16.3 / 52.4
timing repair:
item,4_1_cts,5_1_grt
pin swaps,0,0
hold buffers,0,0
setup endpoints to repair,10,5
resized,25,5
